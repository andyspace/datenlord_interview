===== flow/design.v =====
module bus(
        input	wire	clk			    ,
        input	wire	RSTn		    ,
        input	wire[23:0]master_data   ,
        input	wire	master_valid    ,
        output	wire	bus_ready	    ,
        input	wire	slave_ready     ,
        output	wire	bus_valid       ,
        output	wire[23:0] bus_data
    );
    reg  [23:0] DATA_BUFFER;
    reg buffer_full;
    reg slave_ready_d1;
    always @(posedge clk or negedge RSTn) begin
        if (!RSTn) begin
            slave_ready_d1 <= 1'd0;
        end
        else begin
            slave_ready_d1 <= slave_ready;
        end
    end
    always @ (posedge clk or negedge RSTn) begin
        if (!RSTn) begin
            DATA_BUFFER <= 24'd0;
        end
        else if (master_valid && bus_ready && (!slave_ready) && (!buffer_full)) begin
            DATA_BUFFER <= master_data;
        end
        else begin
            DATA_BUFFER <= DATA_BUFFER;
        end
    end
    always @(posedge clk or negedge RSTn) begin
        if (!RSTn)
            buffer_full <= 1'd0;
        else if (master_valid && (!slave_ready) && (!buffer_full))
            buffer_full <= 1'd1;
        else if (slave_ready == 1'd1)
            buffer_full <= 1'd0;
    end
    assign bus_ready = (!buffer_full) || slave_ready_d1;
    assign bus_valid = buffer_full || master_valid;
    assign bus_data = buffer_full ? DATA_BUFFER : master_data;
endmodule

===== flow/run.sh =====
#!/bin/bash
# OpenROAD 26Q1-2900-gdf79404cd8, Yosys 0.63+post, stock flow scripts
make -C /OpenROAD-flow-scripts/flow DESIGN_CONFIG=/design/flow/config.mk WORK_HOME=/design/flow/orfs finish

===== flow/config.mk =====
export PLATFORM = sky130hd
export DESIGN_NAME = bus
export DESIGN_NICKNAME = bus
export VERILOG_FILES = /design/flow/design.v
export SDC_FILE = /design/flow/constraint.sdc
export NUM_CORES = 4
export LEC_CHECK = 1
export CORE_AREA = 10 10 106 106
export DIE_AREA = 0 0 116 116

===== flow/constraint.sdc =====
current_design bus

set clk_period 3.9
set clk_io_pct 0.2

create_clock -name clk0 -period $clk_period [get_ports {clk}]

set non_clock_inputs [all_inputs -no_clocks]
set_input_delay [expr $clk_period * $clk_io_pct] -clock clk0 $non_clock_inputs
set_output_delay [expr $clk_period * $clk_io_pct] -clock clk0 [all_outputs]

==> results.py <==
# Physical implementation metrics
metrics = {
    "timing": {
        "maxSlewViolCount": 0,
        "holdWs_ns": 0.4925,
        "worst_slew_pin_slew_ns": 0.5202,
        "skew_ns": 0.007291,
        "finalHoldViolations": 0,
        "period_minus_slack_ns": 2.892,
        "setup_violations": 0,
        "tns_ns": 0,
        "fin_crit_sh_pct": 74.16,
        "max_freq_mhz": 345.7,
        "max_slew_margin_pct": 65.32,
        "grt_setup_unrepaired": "no",
    },
    "power": {
        "leakagePower_nw": 0.7593,
        "p_sw_share_pct": 21.23,
        "power.density_mw_per_mm2": 383.9,
        "ir_drop_v": 0.0001471,
        "switchingPower_mw": 0.1621,
        "power_mw": 0.7634,
        "internal_power_mw": 0.6013,
        "comb_power_share_pct": 25.3,
        "seqPwrFrac_pct": 44.7,
        "clkPwrFrac_pct": 30.0,
    },
    "drt": {
        "dr_wl_met2_um": 1368,
        "drt-pass1-iter-count": 2,
        "antenna_left": 0,
        "top_layer": "met4",
        "met3WireLength_um": 373,
        "via_per_inst": 3.451,
        "vias": 849,
        "num_antenna_cells": 0,
        "wl_per_cell_um": 13.33,
        "drt-met1-wl_um": 1528,
        "drcViolationCount": 0,
        "drt_iter0_drc": 15,
        "wirelength_um": 3279,
    },
    "synth": {
        "synth_seq_share_pct": 51.13,
        "ys_types": 9,
        "ys_warn_count": 1,
        "area_leaders": "dfrtp_1 51%, mux2_2 41%, buf_6 2.7%",
        "synth-edff-count": 0,
        "synthArstFlopShare_pct": 100.0,
        "synth_area_per_cell_um2": 15.33,
        "top_cells_by_count": "46 x mux2_2, 26 x dfrtp_1, 3 x buf_6",
        "synth_top_cell_by_area": "dfrtp_1",
        "top_area_share_pct": 51.13,
        "synth_cells": 83,
        "syn_area_mm2": 0.001272,
        "synth.yosys.chip_area_mm2": 0.001272,
        "yosys_cells": 83,
        "yosysMostFrequentCell": "mux2_2",
        "ff_type": "dfrtp_1",
        "numSynthFlops": 26,
    },
    "floorplanning": {
        "fp.dieH_um": 116,
        "core_area_mm2": 0.008848,
        "num_rows": 34,
        "die_area_mm2": 0.01346,
        "fp.dieW_um": 116,
        "io_pins": 54,
        "fp_util_pct": 14.38,
    },
    "clock_tree": {
        "path_clk_slew_ns": 0.10,
        "clk_latency_ns": 0.27,
        "tritoncts": "done",
        "cts.repair.resized": 0,
        "clock-sinks": 26,
        "cts_made_buffers": 3,
        "cts_root_buffer": "clkbuf_8",
        "cts_buffer_depth": 2,
        "htreeDepth": 1,
        "cts_setup_buffers": 0,
        "cts_hold_buf": 0,
    },
    "global_route": {
        "grt_pass1_vias": 933,
        "antenna_found_initial": 0,
        "grtUsageTotal_pct": 4.864,
        "grt_pass1_wl_um": 5050,
        "grt_overflow_total": 0,
        "grt_max_degree": 27,
    },
    "status": {
        "status": "finished clean",
    },
    "worst_hold_path": {
        "hold_path_depth": 1,
        "min_delay_worst_endpoint": "DATA_BUFFER[18]",
        "worstHoldPathType": "flip-flop to flip-flop",
        "worstHoldStart": "DATA_BUFFER[18]",
    },
    "flow_run": {
        "drv_cap": 0,
        "warnings": 25,
    },
    "critical_path": {
        "worstReg2RegStart": "buffer_full",
        "worst-setup-path-type": "flip-flop to output port",
        "startpoint_type": "flip-flop",
        "crit_arrival_ns": 2.11,
        "crit_required_ns": 3.12,
        "endpoint_kind": "output port",
        "ff2ff_setup_slack_ns": 1.95,
        "reg2reg_depth": 4,
        "cp_max_fo": 16,
        "regToRegEndpoint": "DATA_BUFFER[4]",
    },
    "place": {
        "place_area_mm2": 0.001917,
        "io_buffers": 53,
        "hpwlAfterDp_um": 2331,
        "gp_congestion": 0.7012,
    },
    "final_layout": {
        "fillers": 934,
        "drive_above_1_share_pct": 39.86,
        "area_delta_synth_final_pct": 56.24,
        "design_area_mm2": 0.001988,
    },
}
==> metrics by stage <==
step	setup slack, ns	cells	utilization [%]
6_report	1.008	246	22.47
5_1_grt	0.8391	246	22.47
4_1_cts	0.9189	246	22.47
3_5_place_dp	1.211	242	21.66
3_3_place_gp	1.201	242	21.66
2_1_floorplan	2.094	83	-
==> placed cells by master, fill, tap and decap left out, drive strengths merged <==
cell / count
clkdlybuf4s50: 53
mux2: 48
dfrtp: 26
clkbuf: 3
buf: 3
nand2b: 1
or2: 1
nor3b: 1
nor2b: 1
bufinv: 1
==> worst max-delay path: stages (launching register included) <==
cell	delay, ns
dfrtp_1	0.68
buf_4	0.36
mux2_2	0.37
clkdlybuf4s50_1	0.42
==> layer usage <==
layer	vias up	GRT usage (%)
met5	-	0
met3	2	2.407
met2	40	7.433
li1	406	-
met4	0	0.1668
met1	401	6.450
==> sequential cells by signal, summed over array words and instances, names as in the netlist <==
signal / cells
DATA_BUFFER: 24
buffer_full: 1
slave_ready_d1: 1
==> kinds of logic (layout without fill, tap and decap cells) <==
family,Yosys count,count (layout),synth area share [%]
mux,48,48,42.48
buf+inv,5,60,3.441
simple gates,4,4,2.951
flops,26,26,51.13
==> power groups by stage <==
stage | combinational (mW) | clock, mW | sequential [mW]
finish | 0.193 | 0.229 | 0.341
global route | 0.214 | 0.257 | 0.347
CTS | 0.199 | 0.249 | 0.342
==> how the worst max path moves through the flow <==
| stage | endpoint | startpoint | slack (ns) | cells after the start |
|---|---|---|---|---|
| 4_1_cts | bus_data[20] | buffer_full | 0.92 | 3 |
| 5_1_grt | bus_data[13] | buffer_full | 0.84 | 3 |
| 6_report | bus_data[13] | buffer_full | 1.01 | 3 |
==> final cells by class <==
cell class,count,area (µm²),area share (%)
clock inverters,1,30.03,1.510
multi-input cells,52,578.1,29.07
clock buffers,3,41.29,2.077
well taps,108,135.1,6.797
flip-flops and latches,26,650.6,32.72
repair buffers,56,553.0,27.82
No activity file was given, so power comes from the tool's default toggle rates.
