**/design/flow/run.sh**
```bash
#!/bin/bash
# OpenROAD 26Q1-2900-gdf79404cd8, Yosys 0.63+post, stock flow scripts
make -C /OpenROAD-flow-scripts/flow DESIGN_CONFIG=/design/flow/config.mk WORK_HOME=/design/flow/orfs finish
```
**/design/flow/config.mk**
```make
export PLATFORM = sky130hd
export DESIGN_NAME = master
export DESIGN_NICKNAME = master
export VERILOG_FILES = /design/flow/design.v
export SDC_FILE = /design/flow/constraint.sdc
export NUM_CORES = 4
export LEC_CHECK = 1
export CORE_AREA = 10 10 70 70
export DIE_AREA = 0 0 80 80
```
**/design/flow/constraint.sdc**
```tcl
current_design master

set clk_period 1.2
set clk_io_pct 0.2

create_clock -name clk0 -period $clk_period [get_ports {clk}]

set non_clock_inputs [all_inputs -no_clocks]
set_input_delay [expr $clk_period * $clk_io_pct] -clock clk0 $non_clock_inputs
set_output_delay [expr $clk_period * $clk_io_pct] -clock clk0 [all_outputs]
```
**/design/flow/design.v**
```verilog
module master(
        input	wire	clk			    ,
        input	wire	RSTn		    ,
        input   wire    master_en       ,
        output	wire	master_valid    ,
        input	wire	bus_ready	    ,
        output	reg[23:0] master_data
    );
    reg[2:0]cnt;
    assign master_valid = master_en;
    always @(posedge clk or negedge RSTn) begin
        if(!RSTn) begin
            cnt <= 3'b0;
        end
        else if(bus_ready && (cnt < 3'd5) && master_valid) begin
            cnt <= cnt +1'b1;
        end
        else if (bus_ready && (cnt == 3'd5) && master_valid) begin
            cnt <= 3'd0;
        end
        else begin
            cnt <= cnt;
        end
    end
    always @(*) begin
        case(cnt)
            3'd0: begin
                master_data <= 24'h001122;
            end
            3'd1: begin
                master_data <= 24'h112233;
            end
            3'd2: begin
                master_data <= 24'h223344;
            end
            3'd3: begin
                master_data <= 24'h334455;
            end
            3'd4: begin
                master_data <= 24'h445566;
            end
            3'd5: begin
                master_data <= 24'h556677;
            end
            default : begin
                master_data <= 24'hFFFFFF;
            end
        endcase
    end
endmodule
```
==> results.json <==
{
  "drtAntennaViolNets": 0,
  "grt_first_pass_wirelength_mm": 2.490,
  "clock_edge_transition_at_the_registers_on_the_reported_setup_and_hold_paths_ns": 0.04,
  "switching_share": 0.3284,
  "route.vias.total": 490,
  "synth-edff-count": 0,
  "routed_wire_length_per_instance_um": 11.81,
  "seq_power_share": 0.083,
  "coreArea_um2": 3416,
  "tritoncts_clock_tree": "yes",
  "postSynthRegisterBits": 3,
  "top_level_ports": 29,
  "combinationalPowerShare": 0.860,
  "drt_drc_violations_left": 0,
  "dp_hpwl_mm": 1.056,
  "grt_pass1_vias": 503,
  "violations": "setup timing",
  "cts_root_buf": "clkbuf_4",
  "topCellsByArea": "buf_4, dfrtp_1, ha_1",
  "aggregate_global_route_resource_usage": 0.04700,
  "synth.lib_cells_used.distinct": 17,
  "synth_area_um2": 389.1,
  "fp-row-count": 21,
  "power_internal_uw": 2052,
  "finish_stage_setup_viols": 27,
  "synth_warnings": 1,
  "slew_headroom": 0.8176,
  "finalWorstPathRequiredPeriod_ns": 1.737,
  "chip_area_um2": 6400,
  "worst_ir_drop_vdd_mv": 0.6735,
  "ys_seq_share": 0.1929,
  "worst_ep_required_time_ns": 0.96,
  "finalSetupTns_ns": -8.647,
  "ff_type": "dfrtp_1",
  "power.total_uw": 3055,
  "grt_setup_unrepaired": "true",
  "synthDominantAreaCellType": "buf_4",
  "worstSetupEndpointType": "output pin",
  "clock.latency.late_pin_ns": 0.23,
  "crit_arrival_ns": 1.50,
  "number_of_hold_violations_in_the_final_report": 0,
  "top_regs": "cnt: 3 flops",
  "number_of_openroad_warnings": 31,
  "cts_made_buffers": 3,
  "drv_slew": 0,
  "drt_wl_total_mm": 1.665,
  "final_cell_area_um2": 1046,
  "syn_inst": 48,
  "power_switching_uw": 1003,
  "number_of_diodes_added_for_antenna_fixing": 0,
  "clock_path_buffers": 2,
  "placement.io_buffers": 28,
  "clkPwrFrac": 0.056,
  "crit_fanout": 5,
  "final.hold.worst_slack_ns": 0.1986,
  "netlist.area_leader.share": 0.3087,
  "first_pass_iters": 2,
  "crit_path_start_kind": "flop",
  "power.leakage_uw": 0.0004968,
  "registers.top_by_ff_count": "cnt",
  "grt_max_degree": 6,
  "core_util_floorplan": 0.1139,
  "syn2layout_area_growth_pct": 168.8,
  "post_layout_instance_count_excluding_filler_cells": 141,
  "mostFrequentLayoutCells": "buf_6, buf_4, buf_2",
  "max_slew.worst_pin.slew_ns": 0.2708,
  "pwr_density_cell_nw_per_um2": 2921,
  "synthArstFlopShare": 1.000,
  "antenna_violations_before_repair": 0,
  "maxCapViolCount": 0,
  "period_used_share": 1.448,
  "htreeDepth": 1,
  "dpl-instance-area_um2": 718.2,
  "synth.avg_cell_area_um2": 8.107,
  "global_route.overflow_total": 0,
  "final.setup_skew_ns": 0.001601,
  "setup_slack_ns": -0.5373,
  "crit_type": "reg2out",
  "timing.hold.worst.class": "in2async",
  "via_per_inst": 3.475,
  "die_height_um": 80,
  "cts.sinks": 3,
  "die_w_um": 80,
  "layout_top_cell_excl_fill_tap": "buf_6",
  "largest_register_ff_count": 3,
  "place.detailed.instances": 115,
  "gpl.final_weighted_congestion": 0.6882,
  "status": "finished with violations",
  "final_layout_size_suffix_gt1_frac": 0.8526,
  "achievable-frequency_ghz": 0.5756,
  "dr.first_iter.drc_count": 19,
  "synth-cells-yosys": 48,
  "ys_chip_area_um2": 389.1
}
## metal layers
metal,vias up,wire length (um),share of wire,GRT usage
met2,20,858,0.52,0.08106
li1,237,-,-,-
met4,0,0,0,0.005282
met1,233,614,0.37,0.04983
met5,-,0,0,0
met3,0,192,0.12,0.02727
## critical path: stages, from the launching register on
cell	delay, ns
dfrtp_2	0.45
ha_4	0.18
ha_4	0.15
or3_4	0.37
buf_2	0.12
## power by group through the flow
stage     Sequential [uW]  Clock [uW]  Combinational, uW
5_1_grt               265         198               2830
6_report              254         172               2630
4_1_cts               246         182               2180
## kinds of logic (layout without fill, tap and decap cells)
kind of cell               Yosys count  count (layout)  synth area share
AOI/OAI and AO/OA                    9               9            0.1447
adders and majority gates            5               5            0.1608
buffers and inverters               21              68            0.3569
DFF                                  3               3            0.1929
and+or+nand+nor                     10              10            0.1447
## per-stage QoR
stage,setup WS [ns],utilization
finish,-0.5373,0.3062
global route,-0.5968,0.3062
CTS,-0.5436,0.2722
detailed placement,-0.5568,0.2103
global placement,-0.5400,0.2103
floorplan,-0.2483,-
## cell type report
cell class	count	area, um^2
well taps	46	57.56
flip-flops and latches	3	78.83
clock buffers	4	26.28
repair buffers	61	568.0
multi-input cells	24	299.0
inverters	3	16.27
fillers	335	2370
## cell usage after synthesis, drive strengths merged, types with 2 or more instances
master  instances
clkbuf          2
inv             3
nand2b          2
buf            16
dfrtp           3
nand2           3
ha              5
o21a            2
o21ai           4
## worst paths after layout
kind,start,slack [ns],cells past startpoint,to
max in group asynchronous,RSTn,0.84,1,cnt[2]
min reg2reg,cnt[0],0.80,3,cnt[0]
min in group clk0,master_en,0.57,4,cnt[1]
max,cnt[1],-0.54,4,master_data[16]
min,RSTn,0.20,1,cnt[1]
max reg2reg,cnt[1],-0.19,6,cnt[0]
## repair_timing
item / 4_1_cts / 5_1_grt
hold buffers: 0 / 0
endpoints found under the setup margin: 28 / 27
buffers inserted: 15 / 12
gates resized: 100 / 31
pin swaps: 7 / 9
Power figures rest on the tool's default switching activity, not on a simulated workload.
